**flow/design.v**
```verilog
(* keep_hierarchy = "yes", use_dsp = "yes" *)
module cordic_final #(
    parameter WIDTH = 32,          
    parameter FRAC = 14,           
    parameter ITER = 16,           
    parameter LOG_ITER = 4,         
    parameter POST_STAGES = 5       
)
(
    input wire                    clk,
    input wire                    rst_n,        
    input wire                    start,        
    input wire signed [WIDTH-1:0] x_in,         
    input wire                    func_select,  
    output reg                    busy,         
    output reg                    done,         
    output reg signed [WIDTH:0] result       
);
    localparam signed [WIDTH-1:0] ONE_Q = (1 << FRAC);         
    localparam signed [WIDTH-1:0] ONE_Q_1 = ONE_Q >> 1;         
    localparam signed [WIDTH-1:0] K_INV_SCALED = 16'sd19784;    
    (* ram_style = "block" *) reg [5:0] shift_lut [0:ITER-1];
    (* ram_style = "block" *) reg signed [WIDTH-1:0] atanh_lut [0:ITER-1];
    reg signed [WIDTH-1:0] x_pipe [0:ITER];
    reg signed [WIDTH-1:0] y_pipe [0:ITER];
    reg signed [WIDTH-1:0] z_pipe [0:ITER];
    reg signed [WIDTH-1:0] k; 
    reg valid_pipe [0:ITER];
    reg signed [WIDTH-1:0] x_input_pipe [0:POST_STAGES-1];
    reg signed [WIDTH-1:0] y_result_pipe [0:POST_STAGES-1];
    reg func_select_pipe [0:POST_STAGES-1];
    reg valid_post_pipe [0:POST_STAGES-1];
    reg signed [2*WIDTH-1:0] x_squared_pipe [0:POST_STAGES-1];
    reg signed [2*WIDTH-1:0] coeff_term_pipe [0:POST_STAGES-1];
    reg signed [WIDTH-1:0] one_minus_approx_pipe [0:POST_STAGES-1];
    reg signed [2*WIDTH-1:0] final_product_pipe [0:POST_STAGES-1];
    reg signed [WIDTH-1:0] extracted_result_pipe [0:POST_STAGES-1];
    reg [1:0] state, next_state;
    reg [LOG_ITER:0] stage_counter;
    localparam [1:0] IDLE = 2'b00;
    localparam [1:0] PROCESS = 2'b01;
    localparam [1:0] OUTPUT = 2'b10;
    reg signed [WIDTH-1:0] x_input_stored;  
    integer i;
    initial begin        
        shift_lut[0]  = 6'd1;   shift_lut[1]  = 6'd2;   shift_lut[2]  = 6'd3;   shift_lut[3]  = 6'd4;
        shift_lut[4]  = 6'd4;   shift_lut[5]  = 6'd5;   shift_lut[6]  = 6'd6;   shift_lut[7]  = 6'd7;
        shift_lut[8]  = 6'd8;   shift_lut[9]  = 6'd9;   shift_lut[10] = 6'd10;  shift_lut[11] = 6'd11;
        shift_lut[12] = 6'd12;  shift_lut[13] = 6'd13;  shift_lut[14] = 6'd13;  shift_lut[15] = 6'd14;
        atanh_lut[0]  = 16'sd9000;   atanh_lut[1]  = 16'sd4185;   atanh_lut[2]  = 16'sd2059;   atanh_lut[3]  = 16'sd1025;
        atanh_lut[4]  = 16'sd1025;   atanh_lut[5]  = 16'sd512;    atanh_lut[6]  = 16'sd256;    atanh_lut[7]  = 16'sd128;
        atanh_lut[8]  = 16'sd64;     atanh_lut[9]  = 16'sd32;     atanh_lut[10] = 16'sd16;     atanh_lut[11] = 16'sd8;
        atanh_lut[12] = 16'sd4;      atanh_lut[13] = 16'sd2;      atanh_lut[14] = 16'sd2;      atanh_lut[15] = 16'sd1;
        for (i = 0; i < ITER; i = i + 1) begin
            x_pipe[i] = 0;
            y_pipe[i] = 0;
            z_pipe[i] = 0;
        end
        for (i = 0; i < POST_STAGES; i = i + 1) begin
            x_input_pipe[i] = 0;
            y_result_pipe[i] = 0;
            func_select_pipe[i] = 0;
            valid_post_pipe[i] = 0;
            x_squared_pipe[i] = 0;
            coeff_term_pipe[i] = 0;
            one_minus_approx_pipe[i] = 0;
            final_product_pipe[i] = 0;
            extracted_result_pipe[i] = 0;
        end          
    end
    genvar stage;
    generate 
        for (stage = 0; stage < ITER; stage = stage + 1) 
        begin : cordic_pipeline
            wire z_positive;
            wire [5:0] current_shift;
            wire signed [WIDTH-1:0] x_shifted;
            wire signed [WIDTH-1:0] y_shifted;
            wire signed [WIDTH-1:0] atanh_val;
            assign z_positive = ~z_pipe[stage][WIDTH-1];
            assign current_shift = shift_lut[stage];
            assign x_shifted = x_pipe[stage] >>> current_shift;
            assign y_shifted = y_pipe[stage] >>> current_shift;
            assign atanh_val = atanh_lut[stage];
            always @(posedge clk or negedge rst_n) begin
                if (!rst_n) begin
                    x_pipe[stage+1] <= {WIDTH{1'b0}};
                    y_pipe[stage+1] <= {WIDTH{1'b0}};
                    z_pipe[stage+1] <= {WIDTH{1'b0}};
                    valid_pipe[stage+1] <= 1'b0;
                end else begin
                    (* use_dsp = "yes" *) x_pipe[stage+1] <= z_positive ? (x_pipe[stage] + y_shifted) : (x_pipe[stage] - y_shifted);
                    (* use_dsp = "yes" *) y_pipe[stage+1] <= z_positive ? (y_pipe[stage] + x_shifted) : (y_pipe[stage] - x_shifted);
                    (* use_dsp = "yes" *) z_pipe[stage+1] <= z_positive ? (z_pipe[stage] - atanh_val) : (z_pipe[stage] + atanh_val);
                    valid_pipe[stage+1] <= valid_pipe[stage];
                end
            end
        end
    endgenerate
    always @(posedge clk or negedge rst_n) begin
        if (!rst_n) begin
            x_input_pipe[0] <= {WIDTH{1'b0}};
            y_result_pipe[0] <= {WIDTH{1'b0}};
            func_select_pipe[0] <= 1'b0;
            valid_post_pipe[0] <= 1'b0;
            x_squared_pipe[0] <= {(2*WIDTH){1'b0}};
        end else begin
            x_input_pipe[0] <= x_input_stored;
            y_result_pipe[0] <= y_pipe[ITER];
            func_select_pipe[0] <= func_select;
            valid_post_pipe[0] <= valid_pipe[ITER];
            (* use_dsp = "yes" *) x_squared_pipe[0] <= $signed(x_input_stored) * $signed(x_input_stored);
        end
    end
    always @(posedge clk or negedge rst_n) begin
        if (!rst_n) begin
            x_input_pipe[1] <= {WIDTH{1'b0}};
            y_result_pipe[1] <= {WIDTH{1'b0}};
            func_select_pipe[1] <= 1'b0;
            valid_post_pipe[1] <= 1'b0;
            coeff_term_pipe[1] <= {(2*WIDTH){1'b0}};
        end else begin
            x_input_pipe[1] <= x_input_pipe[0];
            y_result_pipe[1] <= y_result_pipe[0];
            func_select_pipe[1] <= func_select_pipe[0];
            valid_post_pipe[1] <= valid_post_pipe[0];
            (* use_dsp = "yes" *) coeff_term_pipe[1] <= (x_squared_pipe[0] * 23900) >>> 30;
        end
    end
    always @(posedge clk or negedge rst_n) begin
        if (!rst_n) begin
            x_input_pipe[2] <= {WIDTH{1'b0}};
            y_result_pipe[2] <= {WIDTH{1'b0}};
            func_select_pipe[2] <= 1'b0;
            valid_post_pipe[2] <= 1'b0;
            one_minus_approx_pipe[2] <= {WIDTH{1'b0}};
        end else begin
            x_input_pipe[2] <= x_input_pipe[1];
            y_result_pipe[2] <= y_result_pipe[1];
            func_select_pipe[2] <= func_select_pipe[1];
            valid_post_pipe[2] <= valid_post_pipe[1];
            (* use_dsp = "yes" *) one_minus_approx_pipe[2] <= ONE_Q - coeff_term_pipe[1][WIDTH-1:0];
        end
    end
    always @(posedge clk or negedge rst_n) begin
        if (!rst_n) begin
            x_input_pipe[3] <= {WIDTH{1'b0}};
            y_result_pipe[3] <= {WIDTH{1'b0}};
            func_select_pipe[3] <= 1'b0;
            valid_post_pipe[3] <= 1'b0;
            final_product_pipe[3] <= {(2*WIDTH){1'b0}};
        end else begin
            x_input_pipe[3] <= x_input_pipe[2];
            y_result_pipe[3] <= y_result_pipe[2];
            func_select_pipe[3] <= func_select_pipe[2];
            valid_post_pipe[3] <= valid_post_pipe[2];
            (* use_dsp = "yes" *) final_product_pipe[3] <= $signed(y_result_pipe[2]) * $signed(one_minus_approx_pipe[2]);
        end
    end
    always @(posedge clk or negedge rst_n) begin
        if (!rst_n) begin
            x_input_pipe[4] <= {WIDTH{1'b0}};
            y_result_pipe[4] <= {WIDTH{1'b0}};
            func_select_pipe[4] <= 1'b0;
            valid_post_pipe[4] <= 1'b0;
            extracted_result_pipe[4] <= {WIDTH{1'b0}};
        end else begin
            x_input_pipe[4] <= x_input_pipe[3];
            y_result_pipe[4] <= y_result_pipe[3];
            func_select_pipe[4] <= func_select_pipe[3];
            valid_post_pipe[4] <= valid_post_pipe[3];
            (* use_dsp = "yes" *) extracted_result_pipe[4] <= final_product_pipe[3] >>> FRAC;
        end
    end
    always @(*) begin
        case (state)
            IDLE: next_state = start ? PROCESS : IDLE;
            PROCESS: next_state = (stage_counter >= ITER + POST_STAGES + 3) ? OUTPUT : PROCESS; 
            OUTPUT: next_state = IDLE;
            default: next_state = IDLE;
        endcase
    end  
    always @(posedge clk or negedge rst_n) begin
        if (!rst_n) begin
            state <= IDLE;
            busy <= 1'b0;
            done <= 1'b0;
            result <= {WIDTH{1'b0}};
            stage_counter <= {(LOG_ITER+1){1'b0}};
            x_pipe[0] <= {WIDTH{1'b0}};
            y_pipe[0] <= {WIDTH{1'b0}};
            z_pipe[0] <= {WIDTH{1'b0}};
            valid_pipe[0] <= 1'b0;
            x_input_stored <= {WIDTH{1'b0}};
        end else begin
            state <= next_state;
            done <= 1'b0;  
            case (state)
                IDLE: begin
                    busy <= 1'b0;
                    stage_counter <= {(LOG_ITER+1){1'b0}};
                    if (start) begin
                        x_pipe[0] <= K_INV_SCALED;  
                        y_pipe[0] <= {WIDTH{1'b0}}; 
                        if (func_select) begin  
                            z_pipe[0] = x_in; 
                            x_input_stored <= x_in;
                            k = 0;
                        end else begin  
                            z_pipe[0] = $signed(x_in) >>> 1; 
                            x_input_stored <= $signed(x_in) >>> 1;
                            k = ONE_Q_1;  
                        end
                        valid_pipe[0] <= 1'b1;
                        busy <= 1'b1;
                        stage_counter <= {(LOG_ITER+1){1'b0}};
                    end
                end
                PROCESS: begin
                    stage_counter <= stage_counter + 1'b1;
                end
                OUTPUT: begin
                    busy <= 1'b0;
                    if (valid_post_pipe[POST_STAGES-1]) begin
                        if (func_select_pipe[POST_STAGES-1]) begin
                            result <= extracted_result_pipe[POST_STAGES-1];
                        end else begin
                            result <= (extracted_result_pipe[POST_STAGES-1] + ONE_Q) >>> 1;
                        end
                        done <= 1'b1;
                    end
                end
                default: begin
                    state <= IDLE;
                end
            endcase
        end
    end
endmodule                      
```
**flow/run.sh**
```bash
#!/bin/bash
# OpenROAD 26Q1-2900-gdf79404cd8, Yosys 0.63+post, stock flow scripts
make -C /OpenROAD-flow-scripts/flow DESIGN_CONFIG=/design/flow/config.mk WORK_HOME=/design/flow/orfs finish
```
**flow/config.mk**
```make
export PLATFORM = sky130hd
export DESIGN_NAME = cordic_final
export DESIGN_NICKNAME = cordic_final
export VERILOG_FILES = /design/flow/design.v
export SDC_FILE = /design/flow/constraint.sdc
export NUM_CORES = 4
export LEC_CHECK = 1
export CORE_UTILIZATION = 50
```
**flow/constraint.sdc**
```tcl
current_design cordic_final

set clk_period 24.6
set clk_io_pct 0.2

create_clock -name clk0 -period $clk_period [get_ports {clk}]

set non_clock_inputs [all_inputs -no_clocks]
set_input_delay [expr $clk_period * $clk_io_pct] -clock clk0 $non_clock_inputs
set_output_delay [expr $clk_period * $clk_io_pct] -clock clk0 [all_outputs]
```
==> flow_summary.json <==
{
  "synthesis.area_sq_um": 190000,
  "p_per_area_nw_per_um2": 30.5,
  "area_growth_pct": 7.32,
  "rows": 225,
  "startpoint_type": "flip-flop",
  "die_y_um": 618,
  "most_common_cell": "inv_1",
  "cts_buffer_depth": 4,
  "switchingPower_mw": 1.37,
  "clock_latency_ns": 0.93,
  "drtIter0Drc": 6360,
  "synth_top_cell_by_area": "dfrtp_1",
  "dr_total_vias": 134000,
  "end_kind": "flip-flop",
  "final-max-slew-violation-count": 0,
  "fmax_mhz": 107,
  "common_cells": "2957 x inv_1, 2155 x fa_1, 1855 x ha_1, 1768 x dfrtp_1, 1495 x xnor2_1",
  "cp.required_ns": 25.37,
  "cts_tree": "yes",
  "grt_use_total_pct": 26.2,
  "topCellsByArea": "dfrtp_1 23%, fa_1 23%, ha_1 12%",
  "ff_type": "dfrtp_1",
  "grt_max_degree": 113,
  "post_cts_resized": 0,
  "cts_sinks": 1769,
  "yosysWarnings": 14,
  "place.port_buffers": 70,
  "grt_pass1_vias": 136000,
  "crit_arrival_ns": 10.10,
  "die_w_um": 618,
  "yosys_area_sq_um": 190000,
  "synth_flops": 1769,
  "switching_share_pct": 22.0,
  "fp_util_pct": 50.4,
  "cp_max_fo": 26,
  "p_total_mw": 6.21,
  "slew_headroom_pct": 31.9,
  "cp_common_cell": "fa_1",
  "warnings": 51,
  "worst_path_max_delay_cell": "a2111oi_2",
  "edf_count": 0,
  "cts_buffers": 208,
  "hold_buffers": 0,
  "max-cap-violations": 0,
  "clock_skew_ns": 0.0776,
  "grt_pass1_wl_um": 749000,
  "fin_crit_ns": 9.33,
  "cp_slowest_stage_delay_ns": 0.78,
  "rsz0062_at_grt": "no",
  "pwr-share-comb_pct": 1.2,
  "tightest_slew_ns": 1.02,
  "layout-drive-gt1-share_pct": 3.53,
  "wl_per_cell_um": 18.3,
  "ant_nets": 0,
  "setup_tns_ns": 0,
  "finalCritPeriodShare_pct": 37.9,
  "synth_cells": 20000,
  "setup_viol": 0,
  "avgSynthCellArea_sq_um": 9.49,
  "internal-power_mw": 4.84,
  "dieArea_sq_um": 382000,
  "grt.overflow.total": 0,
  "power_leakage_nw": 103,
  "routabilityCongestion": 0.948,
  "holdCritPathClass": "reg -> reg",
  "ir_drop_mv": 0.0522,
  "status": "completed",
  "dpl.hpwl_um": 377000,
  "drc_errors": 0,
  "antenna_found_initial": 8,
  "finalHoldViolCount": 0,
  "drt_first_pass_iters": 6,
  "clkPwrFrac_pct": 51.9,
  "top_cell_area_share_pct": 23.3,
  "crit_type": "reg -> reg",
  "via_per_inst": 5.33,
  "ctsRootBufferMaster": "clkbuf_16",
  "cts_setup_buffers": 0,
  "async_flop_share_pct": 100,
  "place_ws_ns": 15.15,
  "io_pins": 71,
  "synth.distinct_cells": 112,
  "worst_slack_ns": 15.27,
  "yosysSeqAreaShare_pct": 23.3,
  "h-tree-depth": 4,
  "yosys_cells": 20000,
  "coreArea_sq_um": 376000,
  "clk_pin_slew_ns": 0.06,
  "seqPwrFrac_pct": 46.9,
  "wl_um": 461000
}
## worst paths after layout
check	from	endpoint	slack (ns)	cells after the start
worst min-delay path	final_product_pipe[3][40]	extracted_result_pipe[4][26]	0.29	0
worst min register to register	final_product_pipe[3][40]	extracted_result_pipe[4][26]	0.29	0
worst max register to register	x_input_stored[18]	x_squared_pipe[0][58]	15.27	26
worst max-delay path	x_input_stored[18]	x_squared_pipe[0][58]	15.27	26
max in group asynchronous	rst_n	z_pipe[0][11]	16.29	7
min in group asynchronous	rst_n	result[7]	3.92	1
## power by group through the flow
stage / Combinational [mW] / Sequential (mW) / Clock, mW
5_1_grt: 0.0878 / 2.91 / 3.44
6_report: 0.0730 / 2.91 / 3.22
4_1_cts: 0.0785 / 2.91 / 3.33
## per-layer routing
metal  vias to the layer above  wire length [um]  track usage, %
li1                      65700                 -               -
met1                     64800            201000            38.2
met2                      3027            215000            40.9
met3                       602             30900            6.82
met4                        12             14100            6.22
met5                         -                72               0
## stage by stage
| step | instance area [sq um] | util (%) | instances | hold WS [ns] |
|---|---|---|---|---|
| after floorplan | 190000 | - | 20000 | 0.331 |
| after global placement | 196000 | 52.2 | 24800 | 0.332 |
| after detailed placement | 196000 | 52.2 | 24800 | 0.335 |
| after CTS | 204000 | 54.1 | 25100 | 0.267 |
| after global routing | 204000 | 54.1 | 25100 | 0.276 |
| final | 204000 | 54.1 | 25200 | 0.294 |
## layout make-up
type	instances	area, sq um
clock buffers	260	5660
multi-input cells	14800	132000
well taps	4994	6250
flip-flops and latches	1769	44300
repair buffers	262	2180
inverters	2968	11100
diodes	7	17.5
fillers	33200	173000
clock inverters	121	1530
## sequential cells by signal (all words and copies together) (netlist names)
signal and count:
valid_pipe 17, x_input_stored 32, x_pipe 435, final_product_pipe 32, one_minus_approx_pipe 32, busy 1, y_pipe 479, valid_post_pipe 5
stage_counter 5, coeff_term_pipe 32, result 32, extracted_result_pipe 32, func_select_pipe 5, done 1, z_pipe 471, x_squared_pipe 59
state 3, y_result_pipe 96
## placed cells by master, fill, tap and decap left out, types with 190 or more instances in the layout
master,instances
a21o_1,556
a21oi_1,1461
and2_1,522
buf_4,190
clkbuf_16,209
dfrtp_1,1753
fa_1,2155
ha_1,1855
inv_1,2957
nand2_1,1469
nand2b_1,228
nand3_1,196
nor2_1,1215
nor2b_1,197
nor3_1,341
o21a_1,292
o21ai_0,612
xnor2_1,1495
xor2_1,425
## kinds of logic after synthesis
| kind of cell | synth area share (%) |
|---|---|
| and+or+nand+nor | 11.9 |
| adders and majority gates | 35.0 |
| AOI/OAI and AO/OA | 13.1 |
| buffers and inverters | 6.81 |
| xor gates and xnor gates | 8.87 |
| DFF | 23.3 |
| muxes | 0.914 |
## critical path, delay by kind of cell (launching register included)
family | cells | cell delay [ns]
AND/OR/NAND/NOR | 4 | 0.99
XOR/XNOR | 1 | 0.12
adder cells (fa/ha/maj) | 9 | 4.54
buffers and inverters | 6 | 1.11
flip-flops | 1 | 0.34
AND-OR/OR-AND | 6 | 2.06
Power is estimated from default activity; no workload was simulated.
